==> flow/design.v <==
`timescale 1ns/1ns
module MemoriaInstrucciones(
    input [7:0] addr,
    output reg [17:0] instruccion
);
reg [17:0] memoria[0:255];
initial begin
    memoria[0] = {5'd0, 5'd1, 5'd2, 3'b000};   
    memoria[1] = {5'd3, 5'd4, 5'd5, 3'b001};   
    memoria[2] = {5'd6, 5'd7, 5'd8, 3'b010};   
    memoria[3] = {5'd9, 5'd10, 5'd11, 3'b000};  
    memoria[4] = {5'd12, 5'd13, 5'd14, 3'b001};  
    memoria[5] = {5'd15, 5'd16, 5'd17, 3'b010};  
end
always @* begin
    instruccion = memoria[addr];
end
endmodule
`timescale 1ns/1ns
module ProgramCounter(
    input clk,
    input reset,
    input [7:0] next_addr,
    output reg [7:0] current_addr
);
always @(posedge clk or posedge reset) begin
    if (reset)
        current_addr <= 8'b0;
    else
        current_addr <= next_addr;
end
endmodule
`timescale 1ns/1ns
module FetchUnit(
    input clk,
    input reset,
    output [17:0] instruccion_actual,
    output [7:0] pc_current   
);
wire [7:0] pc_addr;
wire [7:0] next_addr;
assign next_addr = pc_addr + 1;   
assign pc_current = pc_addr;      
ProgramCounter pc(
    .clk(clk),
    .reset(reset),
    .next_addr(next_addr),
    .current_addr(pc_addr)
);
MemoriaInstrucciones mem_inst(
    .addr(pc_addr),
    .instruccion(instruccion_actual)
);
endmodule
==> flow/run.sh <==
#!/bin/bash
# OpenROAD 26Q1-2900-gdf79404cd8, Yosys 0.63+post, stock flow scripts
make -C /OpenROAD-flow-scripts/flow DESIGN_CONFIG=/design/flow/config.mk WORK_HOME=/design/flow/orfs finish
==> flow/config.mk <==
export PLATFORM = sky130hd
export DESIGN_NAME = FetchUnit
export DESIGN_NICKNAME = FetchUnit
export VERILOG_FILES = /design/flow/design.v
export SDC_FILE = /design/flow/constraint.sdc
export NUM_CORES = 4
export LEC_CHECK = 1
export CORE_AREA = 10 10 74 74
export DIE_AREA = 0 0 84 84
export SYNTH_MEMORY_MAX_BITS = 65536
==> flow/constraint.sdc <==
current_design FetchUnit

set clk_period 1.5
set clk_io_pct 0.2

create_clock -name clk0 -period $clk_period [get_ports {clk}]

set non_clock_inputs [all_inputs -no_clocks]
set_input_delay [expr $clk_period * $clk_io_pct] -clock clk0 $non_clock_inputs
set_output_delay [expr $clk_period * $clk_io_pct] -clock clk0 [all_outputs]
==> results_dict.tcl <==
# collected from the flow reports
set metrics [dict create \
    worstSetupStartpointType "flop" \
    drc_errors 0 \
    die_w_microns 84 \
    drive_gt1_share_pct 63.4 \
    core_region_area_sq_mm 0.00397 \
    lay_top_cells "buf_6 (14), buf_2 (11), buf_4 (10)" \
    synth_warnings 2 \
    dp_cells 134 \
    powerDensity_mw_per_mm2 432 \
    finalSetupViolations 11 \
    timing.fmax_mhz 607 \
    hold_path.class "primary input to async pin" \
    htreeDepth 1 \
    holdWs_ns 0.317 \
    ys_types 19 \
    routed_wl_mm 1.70 \
    p_leak_nw 0.556 \
    dieArea_sq_mm 0.00706 \
    finalClockPeriodUsage_pct 110 \
    dr.pass1.iters 4 \
    postLayoutCellArea_sq_mm 0.00110 \
    row_count 23 \
    worst_ep_required_time_ns 1.20 \
    ys_cells 56 \
    numPortBuffers 25 \
    ys_area_sq_um 528 \
    first_global_vias 583 \
    antenna_found_initial 0 \
    drt_iter0_drc 5 \
    route.met2.wl_microns 798 \
    fin_skew_ns 0.00324 \
    hold_buffers 0 \
    ys_seq_elements 8 \
    ys_seq_share_pct 37.9 \
    syn_to_final_growth_pct 108 \
    grt_pass1_wl_mm 2.75 \
    final_common_cell "buf_6" \
    largest-register "pc.current_addr" \
    violations "negative setup slack" \
    ant_nets 0 \
    largest_reg_flops 8 \
    stdcell_count 151 \
    irDropWorstVdd_mv 0.183 \
    io_pins 28 \
    vias 534 \
    reg.largest.list "pc.current_addr: 8 flops" \
    worst_slack_ns -0.147 \
    crit_fanout 3 \
    crit_start "pc.current_addr[1]" \
    clock.latency.late_pin_ns 0.22 \
    hold_viol_final 0 \
    gp_congestion 0.712 \
    grt_overflow 0 \
    flop_area_sq_um 203 \
    via_per_inst 3.54 \
    cts.sinks 8 \
    fp.dieH_microns 84 \
    cts_tree "yes" \
    place_area_sq_um 856 \
    min_period_ns 1.65 \
    end_kind "primary output" \
    cts_buffers 3 \
    status "complete, but fails checks" \
    reg2reg_from "pc.current_addr[1]" \
    routedLengthMet1_microns 784 \
    timing.max_cap.violations 0 \
    slew_viol_final 0 \
    worstPathArrival_ns 1.35 \
    highest_layer "met4" \
    diodes 0 \
    dp_hpwl_mm 1.17 \
    grt_use_total_pct 4.46 \
    warning_count 31 \
    rsz0062_at_grt "yes" \
    wl_met3_microns 78 \
    fillers 420 \
    comb_area_sq_um 350 \
    postSynthAreaPerCell_sq_um 9.43 \
    avgRoutedWirePerCell_microns 11.2 \
    fp-utilization_pct 13.3 \
    cts_max_path_buffers 2 \
    synth_area_sq_um 528 \
    grt_max_degree 9 \
    critPathKind "flop to primary output" \
    post-route-util_pct 27.6 \
    root_buffer "clkbuf_8" \
    syn_inst 56 \
    clk_transition_reported_paths_ns 0.04 \
]
[final timing paths]
path / to / cells past startpoint / slack (ns)
min reg2reg: pc.current_addr[7] / 1 / 0.46
max: instruccion_actual[8] / 4 / -0.15
max in group asynchronous: pc.current_addr[1] / 2 / 0.93
min: pc.current_addr[6] / 2 / 0.32
min in group clk0: pc.current_addr[7] / 1 / 0.46
max reg2reg: pc.current_addr[4] / 6 / 0.16
[report_power, final]
part / total (W) / leakage, nW / switching [W] / internal (W)
logic: 0.00000686 / 0.436 / 0.00000444 / 0.00000242
clock network: 0.000251 / 0.0216 / 0.0000773 / 0.000173
registers: 0.000217 / 0.0987 / 0 / 0.000217
total: 0.000474 / 0.556 / 0.0000818 / 0.000392
[per-stage QoR]
step | setup TNS, ns | power (W) | setup WS, ns
after global placement | -1.99 | 0.000227 | -0.217
after CTS | -0.968 | 0.000482 | -0.179
after floorplan | 0 | 0.000227 | 0.0666
final | -0.920 | 0.000474 | -0.147
after global routing | -1.57 | 0.000489 | -0.199
after detailed placement | -2.05 | 0.000227 | -0.237
[metal layers]
| layer | vias to the layer above | track usage [%] |
|---|---|---|
| met1 | 259 | 5.35 |
| met2 | 15 | 7.74 |
| met5 | - | 0 |
| met4 | 0 | 1.07 |
| met3 | 2 | 1.08 |
| li1 | 258 | - |
[cell usage after synthesis]
cell     n  share of area [%]
xnor2_1  3                5.0
nand3_1  2                1.9
nor2_1   2                1.4
nand3_4  1                3.3
nor3_2   1                1.9
or2_1    1                1.2
dfrtp_1  8                 38
and3_1   1                1.2
a21o_1   1                1.4
buf_4    6                8.5
buf_6    1                2.1
inv_1    8                5.7
o21ai_0  1               0.95
conb_1   1               0.71
a21oi_1  3                2.8
xor2_1   2                3.3
ha_1     6                 14
o21a_1   1                1.4
nand2_1  7                5.0
[final cells by class]
cell class | count | share of cell area (%)
multi-input combinational | 34 | 31.9
tap | 50 | 5.70
timing repair buffer | 48 | 36.7
sequential | 8 | 18.5
clock buffer | 3 | 3.76
inverter | 8 | 3.42
[cell families (layout without fill, tap and decap cells)]
kind of cell,Yosys count,count (layout),synth area share [%]
simple gates,15,15,15.9
xor+xnor,5,5,8.30
compound gates,6,6,6.63
other cells,1,2,0.710
flops,8,8,37.9
buf+inv,15,59,16.4
fa+ha+maj,6,6,14.2
[timing repair]
| item | 4_1_cts | 5_1_grt |
|---|---|---|
| setup buffers | 14 | 2 |
| endpoints found under the setup margin | 19 | 12 |
| gates resized | 83 | 13 |
| pin swaps | 11 | 8 |
[worst max-delay path, stage by stage (launching register included)]
cell and delay, ns:
dfrtp_2 0.44, ha_4 0.17, or2_1 0.22, o21a_1 0.17, buf_2 0.11
No activity file was given, so power comes from the tool's default toggle rates.
